==> /design/flow/design.v <==
module ForwardingUnit(input logic rst_i, mem_reg_write_i, wb_reg_write_i,
                      input logic[4:0] rs1_i, rs2_i, mem_rd_i, wb_rd_i,
                      output logic[1:0] fwd_rs1_o, fwd_rs2_o);
    always_comb begin
	if(rst_i) begin
	    fwd_rs1_o = 2'b0;
	    fwd_rs2_o = 2'b0;
	end else begin
            if((mem_reg_write_i) && (mem_rd_i != 5'b00000) && (mem_rd_i == rs1_i)) begin
		fwd_rs1_o = 2'b10;
            end else if((wb_reg_write_i) && (wb_rd_i != 5'b00000) && (wb_rd_i == rs1_i)) begin
		fwd_rs1_o = 2'b01;
            end else begin
		fwd_rs1_o = 2'b00;
            end
            if((mem_reg_write_i) && (mem_rd_i != 5'b00000) && (mem_rd_i == rs2_i)) begin
		fwd_rs2_o = 2'b10;
            end else if((wb_reg_write_i) && (wb_rd_i != 5'b00000) && (wb_rd_i == rs2_i)) begin
		fwd_rs2_o = 2'b01;
            end else begin
		fwd_rs2_o = 2'b00;
            end
	end  
    end  
endmodule
==> /design/flow/run.sh <==
#!/bin/bash
# OpenROAD 26Q1-2900-gdf79404cd8, Yosys 0.63+post, stock flow scripts
make -C /OpenROAD-flow-scripts/flow DESIGN_CONFIG=/design/flow/config.mk WORK_HOME=/design/flow/orfs finish
==> /design/flow/config.mk <==
export PLATFORM = sky130hd
export DESIGN_NAME = ForwardingUnit
export DESIGN_NICKNAME = ForwardingUnit
export VERILOG_FILES = /design/flow/design.v
export SDC_FILE = /design/flow/constraint.sdc
export NUM_CORES = 4
export LEC_CHECK = 1
export CORE_AREA = 10 10 70 70
export DIE_AREA = 0 0 80 80
==> /design/flow/constraint.sdc <==
current_design ForwardingUnit

set clk_period 3.2
set clk_io_pct 0.2

create_clock -name clk0 -period $clk_period

set non_clock_inputs [all_inputs -no_clocks]
set_input_delay [expr $clk_period * $clk_io_pct] -clock clk0 $non_clock_inputs
set_output_delay [expr $clk_period * $clk_io_pct] -clock clk0 [all_outputs]
==> reports/results.tsv <==
stage	metric	value	unit
timing	rsz0062_at_grt	false	
die	core-area	3420	um2
timing	holdWs	2.19	ns
logic_synthesis	logic_family	XOR/XNOR gates	
global_route	grt_antenna_before_repair	0	
worst_setup_path	crit_slowest_cell	clkdlybuf4s50_1	
worst_setup_path	cp-start-kind	input port	
place	place_worst_setup_slack	0.0384	ns
logic_synthesis	top_cell_area_share	30.7	%
worst_setup_path	worstPathCellList	clkdlybuf4s50_1 > or4_1 > nor2_2 > nor4_1 > nor2b_1 > clkdlybuf4s50_1	
worst_setup_path	worstSetupEndpointType	primary output	
die	io_pins	27	
drt	diodes	0	
hold_path	worstHoldPathType	input port to primary output	
drt	via_count	370	
worst_setup_path	slowest_delay	0.53	ns
cells_and_area	utilization	18.4	%
logic_synthesis	syn_area	285	um2
pwr	p_int	0.0000407	W
run_status	status	finished, final reports clean	
logic_synthesis	avgSynthCellArea	7.71	um2
die	die_w	80	um
timing	final.setup.worst_slack	0.166	ns
job	maxCapViolCount	0	
cts	post_cts_buffers	0	
die	row_count	21	
timing	setup-tns-final	0	ns
worst_setup_path	worst_ep_arrival_time	2.39	ns
pwr	powerDensity	105	nW/um2
timing	hold_viol_final	0	
worst_setup_path	cp_common_cell	clkdlybuf4s50_1	
logic_synthesis	area_leaders	xnor2_1 31%, xor2_1 31%, nor3_2 7.0%	
job	openroad.warnings	32	
logic_synthesis	yosysUniqueCellTypes	11	
place	placed_cells	110	
pwr	combinationalPowerShare	100.0	%
logic_synthesis	yosysWarnings	1	
drt	routed_wirelength	1240	um
logic_synthesis	ys_sh_mux	0	%
cells_and_area	clockBufferCount	0	
worst_setup_path	critPathMaxFanout	3	
global_route	grt_pass1_wl	1810	um
cells_and_area	flops	0	
timing	fmax	330	MHz
timing	drv_slew	0	
place	io_buffer_count	27	
drt	drc	0	
timing	relSlewSlack	74.3	%
die	die-area	6400	um2
logic_synthesis	yosysCellCount	37	
worst_setup_path	crit_required	2.56	ns
timing	period_used_share	94.8	%
logic_synthesis	ys_sh_aoi	1.75	%
logic_synthesis	ys_chip_area	285	um2
logic_synthesis	synthAdderAreaFrac	0	%
place	gp_congestion	0.788	
pwr	p_leak	0.215	nW
cells_and_area	area_delta_synth_final	120	%
logic_synthesis	common_cells	10 x xnor2_1, 10 x xor2_1, 3 x nor2b_1	
global_route	grt_max_degree	4	
die	initial_core_util	8.35	%
pwr	pwr-share-seq	0	%
global_route	grt_usage	3.46	%
place	place_hpwl	1130	um
logic_synthesis	synth_top_cell_by_area	xnor2_1	
drt	ant_nets	0	
drt	first_pass_iters	2	
drt	first_iter_violations	7	
cells_and_area	layout-drive-gt1-share	6.25	%
pwr	power_frac_clock	0	%
timing	tightest_slew	0.382	ns
logic_synthesis	ys_sh_simple	36.8	%
worst_setup_path	worst-setup-path-type	input port to primary output	
pwr	p_sw	0.0000249	W
drt	drt-wirelength-per-cell	11.3	um
logic_synthesis	ys_seq_share	0	%
cells_and_area	instances_no_fill	110	
global_route	grt_pass1_vias	382	
logic_synthesis	synth_cells	37	
die	die_height	80	um
timing	period_minus_slack	3.03	ns
logic_synthesis	ys_sh_xor	61.4	%
pwr	vdd_drop_max	0.0000173	V
timing	setup_violations	0	
drt	viasPerCell	3.36	
global_route	overflow	0	
cells_and_area	seq_area	0	um2
pwr	swShare	37.9	%
## cell usage in the layout (no fill, tap or decap), drive strengths merged
cell            n
nor2b           3
o21ai           1
nor2            1
nand3           2
nor3            4
or4             2
xor2           10
nand4           2
xnor2          10
nor4            2
clkdlybuf4s50  24
dlymetal6s2s    3
## layout make-up
type               instances  area (um2)
fillers                  379        2790
multi-input cells         37         292
repair buffers            27         278
well taps                 46        57.6
## critical path: cells and delay by family
family,cells,cell delay [ns]
buffers and inverters,2,1.00
and+or+nand+nor,4,0.76
## stage by stage
step	power (W)	area, um2
after floorplan	0.0000236	285
after global placement	0.0000654	613
after detailed placement	0.0000654	613
after CTS	0.0000659	613
after global routing	0.0000709	627
final	0.0000656	627
## repair_timing
action / in CTS / in global routing
setup endpoints to repair: 0 / 3
hold buffers: 0 / 0
gates resized: 0 / 4
## power by group through the flow
stage                  logic, W  clock network (W)  registers [W]
after global routing  0.0000709                  0              0
final                 0.0000656                  0              0
after CTS             0.0000659                  0              0
## cells by family after synthesis
| family | count (synthesis) |
|---|---|
| xor gates and xnor gates | 20 |
| and+or+nand+nor | 16 |
| AOI/OAI and AO/OA | 1 |
## path summary, 6_finish.rpt
| kind | slack (ns) | end | depth (start not counted) | start |
|---|---|---|---|---|
| hold / removal | 2.19 | fwd_rs2_o[1] | 6 | mem_rd_i[3] |
| setup / recovery | 0.17 | fwd_rs2_o[1] | 6 | mem_rd_i[4] |
## routing by layer
layer  track usage (%)  wire (um)
met5                 0          0
met1              4.81        621
met3             0.682         82
met4                 0          0
met2              5.70        535
Power and IR drop assume default switching activity.
