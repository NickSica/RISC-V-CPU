===== constraint.sdc =====
current_design Writeback

set clk_period 1.0
set clk_io_pct 0.2

create_clock -name clk0 -period $clk_period

set non_clock_inputs [all_inputs -no_clocks]
set_input_delay [expr $clk_period * $clk_io_pct] -clock clk0 $non_clock_inputs
set_output_delay [expr $clk_period * $clk_io_pct] -clock clk0 [all_outputs]

===== config.mk =====
export PLATFORM = sky130hd
export DESIGN_NAME = Writeback
export DESIGN_NICKNAME = Writeback
export VERILOG_FILES = /design/flow/design.v
export SDC_FILE = /design/flow/constraint.sdc
export NUM_CORES = 4
export LEC_CHECK = 1
export CORE_AREA = 10 10 95 95
export DIE_AREA = 0 0 105 105

===== run.sh =====
#!/bin/bash
# OpenROAD 26Q1-2900-gdf79404cd8, Yosys 0.63+post, stock flow scripts
make -C /OpenROAD-flow-scripts/flow DESIGN_CONFIG=/design/flow/config.mk WORK_HOME=/design/flow/orfs finish

===== design.v =====
module Writeback(input logic mem_to_reg_i,
                 input logic[63:0] mem_data_i, alu_result_i,
                 output logic[63:0] rd_data_o);
    always_comb begin
        case(mem_to_reg_i)
            1'b0: rd_data_o = mem_data_i;
            1'b1: rd_data_o = alu_result_i;
        endcase 
    end 
endmodule

==> job_summary.md <==
### Yosys + OpenROAD results

| Metric | Value |
|---|---|
| Post-cts hold-fix buffer tally | 0 |
| DRC violation count after routing | 0 |
| Crit path buffers/inverters | 4 |
| Area growth from synthesis to layout | 195% |
| Req. time, crit path | 0.80 ns |
| Number of antenna violations at the first check in global routing | 0 |
| 1st-iter DRT viols | 26 |
| Syn_area_per_cell | 15.2 µm² |
| Wire length of the first global-routing pass | around 10 mm |
| Area share, top type | 0.836 |
| Pin count of the biggest net entering global routing | 15 |
| Seq cells | 0 |
| Power density over the cells | slightly above 400 nW/µm² |
| Crit path top cell by count | sky130_fd_sc_hd__buf_16 |
| Post-layout worst setup margin | -0.195 ns |
| Endpoint class of the critical path | output pin |
| Core ar. | 6910 µm² |
| Leak Pwr | 1.71 nW |
| Register area | 0 µm² |
| Outcome | finished, violations left |
| Clock period minus worst slack | around 1.2 ns |
| Mapped Area | 1080 µm² |
| Ant diodes | 0 |
| Average detailed-routed wire length per instance | between 15 and 20 µm |
| YS chip area | 1080 µm² |
| Worst Hold Launch | mem_data_i[62] |
| Final Slew Violations | 0 |
| Count of maximum capacitance violations | 0 |
| Area contributors post-synth | sky130_fd_sc_hd__mux2_4, sky130_fd_sc_hd__buf_12, sky130_fd_sc_hd__mux2_2 |
| Initial DRT Pass Iterations | 4 |
| Setup crit start | mem_to_reg_i |
| Setup Total Neg Slack | -6.09 ns |
| Count of clock-net buffers in the final layout | 0 |
| Relative slew margins | 0.935 |
| RSZ-0062 raised after global routing | true |
| Final setup viols | 64 |
| Via count of the routed design | between 1000 and 1500 |
| Cell count in the Yosys report | 71 |
| Count of boundary I/O pins | 193 |
| Worst path arrival time | between 0.9 and 1 ns |
| Worst-path fanout max | 6 |
| Largest incremental delay on the critical path | 0.29 ns |
| Port-buffer cells | 193 |
| Ordered cell list for the critical path | buf_16 > buf_16 > buf_12 > mux2_4 > buf_6 |
| Estimated wirelength of the detail-placed design | 5.89 mm |
| Violated checks | setup timing |
| Fraction of the yosys area taken by sequential cells | 0 |
| Worst-case vdd ir drop | 0.187 mV |
| Endpoints failing hold | 0 |
| Die extent in x | ~110 µm |
| Fill cell instance count of the final layout | 709 |
| Fraction of the cycle the final worst path needs | 1.19 |
| Row Count | 30 |
| Area of the die | 11000 µm² |
| Top achievable clock speed | 837 MHz |
| Tool warning count | 34 |
| Final routed wirelength across all metal layers | 6.93 mm |
| GR Overflow Total | 0 |
| Height of the die | 105 µm |
| Cell accounting for the most synthesized area | sky130_fd_sc_hd__mux2_4 |
| Worst-margin pin slew | 0.0979 ns |
| Utilization of the core after routing | 0.460 |
| Synth top cells by count | sky130_fd_sc_hd__mux2_4, sky130_fd_sc_hd__buf_12, sky130_fd_sc_hd__mux2_2 |
| Netlist cell types | 4 |
| Final weighted congestion in routability-driven placement | 0.708 |
| Floorplan-stage core utilization | 0.156 |
| Remaining antenna violation count | 0 |
| Type of origin of the critical path | primary input |
| Startpoint-to-endpoint class of the critical path | primary input to output pin |
| Mean number of vias per cell | 3.75 |
| GRT Util Overall | 0.115 |
| Critical-path cell with the highest stage delay | sky130_fd_sc_hd__mux2_4 |
| Path class of the lowest-slack min-delay path | primary input to output pin |
| Kind of cell adding the most delay to the critical path | buffers and inverters |
| Gate count after technology mapping | just over 70 |
| Share of layout cells above drive strength 1 | 0.528 |
| Count of yosys warnings during synthesis | 1 |
| Post-synthesis cell type with the largest instance count | sky130_fd_sc_hd__mux2_4 |
| Via count of the first global-routing pass | 1642 |
==> logic make-up (layout without fill, tap and decap cells) <==
kind of cell	Yosys count	after routing	synth area share
muxes	64	64	0.878
buffers and inverters	7	207	0.122
==> area by class of cell <==
| type | instances | area [µm²] | share of cell area |
|---|---|---|---|
| tap | 96 | 120 | 0.0378 |
| timing repair buffer | 207 | 2100 | 0.660 |
| multi-input combinational | 64 | 961 | 0.302 |
==> worst paths after layout <==
path / cells past startpoint / end
worst min-delay path: 3 / rd_data_o[62]
worst max-delay path: 5 / rd_data_o[49]
==> report_power, final <==
part           internal, mW  total, mW  switching (mW)
sequential                0          0               0
combinational         0.983       1.29           0.302
clock                     0          0               0
total                 0.983       1.29           0.302
==> stage by stage <==
stage | total power [mW] | std cells | cell area, µm² | setup WS (ns) | hold WS, ns
floorplan | 0.408 | 71 | 1080 | 0.00255 | 0.498
global placement | 1.33 | 357 | 3050 | -0.552 | 1.29
detailed placement | 1.33 | 357 | 3050 | -0.551 | 1.28
CTS | 1.25 | 366 | 3070 | -0.200 | 0.799
global route | 1.37 | 367 | 3180 | -0.218 | 0.738
finish | 1.29 | 367 | 3180 | -0.195 | 0.706
==> layer usage <==
layer / up-vias / GRT usage / wire length, µm
li1: 680 / - / -
met1: 623 / 0.112 / 2300
met2: 73 / 0.234 / 3980
met3: 0 / 0.0447 / 652
met4: 0 / 0 / 0
met5: - / 0 / 0
==> repair_timing <==
action                                  in CTS  in global routing
endpoints found under the setup margin      64                 64
setup buffers                                3                  0
gates resized                              383                 14
cloned                                       6                  1
==> tightest hold or removal path, stage by stage <==
cell	delay (ns)
sky130_fd_sc_hd__dlymetal6s2s_1	0.08
sky130_fd_sc_hd__mux2_4	0.14
sky130_fd_sc_hd__buf_6	0.08
==> cell usage in the layout, fill, tap and decap left out <==
| cell | netlist | layout |
|---|---|---|
| sky130_fd_sc_hd__buf_12 | 6 | 2 |
| sky130_fd_sc_hd__buf_16 | 0 | 8 |
| sky130_fd_sc_hd__buf_2 | 0 | 15 |
| sky130_fd_sc_hd__buf_6 | 1 | 51 |
| sky130_fd_sc_hd__buf_8 | 0 | 2 |
| sky130_fd_sc_hd__clkbuf_16 | 0 | 1 |
| sky130_fd_sc_hd__clkdlybuf4s50_1 | 0 | 5 |
| sky130_fd_sc_hd__dlygate4sd2_1 | 0 | 122 |
| sky130_fd_sc_hd__dlymetal6s2s_1 | 0 | 1 |
| sky130_fd_sc_hd__mux2_4 | 60 | 64 |
No activity file was given, so power comes from the tool's default toggle rates.
