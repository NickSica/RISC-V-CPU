==> design/flow/design.v <==
module RegisterFile(input logic clk_i, rst_i, wr_reg_en_i,
                    input logic[4:0] rd_i, rs1_i, rs2_i,
                    input logic[63:0] rd_data_i,
                    output logic[63:0] rs1_data_o, rs2_data_o);
    logic[31:0][63:0] registers_r = {32{64'b0}};
    always_ff @(posedge clk_i) begin
        if(!rst_i) begin
            if(wr_reg_en_i && (rd_i != 0)) begin
                registers_r[rd_i] <= rd_data_i;
            end
        end 
    end 
    always_comb begin
        if(rst_i || (rs1_i == 0)) begin
            rs1_data_o = 64'b0;
        end else if(rs1_i == rd_i) begin
            rs1_data_o = rd_data_i;
        end else begin 
            rs1_data_o = registers_r[rs1_i];
        end 
    end
    always_comb begin
        if(rst_i || (rs2_i == 0)) begin
            rs2_data_o = 64'b0;
        end else if(rs2_i == rd_i) begin
            rs2_data_o = rd_data_i;
        end else begin
            rs2_data_o = registers_r[rs2_i];
        end 
    end
endmodule: RegisterFile
==> design/flow/run.sh <==
#!/bin/bash
# OpenROAD 26Q1-2900-gdf79404cd8, Yosys 0.63+post, stock flow scripts
make -C /OpenROAD-flow-scripts/flow DESIGN_CONFIG=/design/flow/config.mk WORK_HOME=/design/flow/orfs finish
==> design/flow/config.mk <==
export PLATFORM = sky130hd
export DESIGN_NAME = RegisterFile
export DESIGN_NICKNAME = RegisterFile
export VERILOG_FILES = /design/flow/design.v
export SDC_FILE = /design/flow/constraint.sdc
export NUM_CORES = 4
export LEC_CHECK = 1
export CORE_UTILIZATION = 40
==> design/flow/constraint.sdc <==
current_design RegisterFile

set clk_period 172.7
set clk_io_pct 0.2

create_clock -name clk0 -period $clk_period [get_ports {clk_i}]

set non_clock_inputs [all_inputs -no_clocks]
set_input_delay [expr $clk_period * $clk_io_pct] -clock clk0 $non_clock_inputs
set_output_delay [expr $clk_period * $clk_io_pct] -clock clk0 [all_outputs]
==> impl_metrics.json <==
{
  "outcome": "completed",
  "fp_util_pct": 40.22,
  "drive_gt1_share_pct": 45.04,
  "first_iter_violations": 5224,
  "hold_slack_ns": 0.5784,
  "place_ws_ns": 98.41,
  "fin_ws_ns": 98.48,
  "io_buffer_count": 209,
  "num-fill-cells": 25560,
  "setup_viol": 0,
  "path_max_fanout": 45,
  "hpwl_um": 238200,
  "worstHoldStart": "registers_r[1823]",
  "grt_remaining_overflow": 0,
  "wirelength_um": 415700,
  "clock_latency_ns": 0.90,
  "ir_worst_vdd_uv": 8.274,
  "grt_pass1_wl_um": 590000,
  "pwr-share-comb_pct": 13.5,
  "finalCriticalPeriod_ns": 74.22,
  "drc": 0,
  "cts_tree": "yes",
  "grt_max_degree": 128,
  "fin_worst_skew_ns": 0,
  "critical_path_class": "in2out",
  "ys_warn_count": 1,
  "finalHoldViolations": 0,
  "hold_depth": 1,
  "clkPwrFrac_pct": 38.6,
  "grt_usage_pct": 29.57,
  "critical-path-top-delay-family": "buffers and inverters",
  "worstPathRequired_ns": 138.16,
  "cts_buffer_depth": 4,
  "ant_nets": 0,
  "die_h_um": 551.0,
  "synthToLayoutAreaGrowth_pct": 10.77,
  "edf_count": 2048,
  "clk_pin_slew_ns": 0.06,
  "rr_worst_depth": 1,
  "final_max_slew_viol_count": 0,
  "crit_slowest_cell": "buf_4",
  "ys.flops": 2048,
  "synthArstFlopShare_pct": 0,
  "r2r_slack_ns": 171.71,
  "vias": 74160,
  "avgRoutedWirePerCell_um": 36.58,
  "core_um2": 299800,
  "antenna_found_initial": 12,
  "cp_common_cell": "buf_4",
  "largest_reg_flops": 2048,
  "vias_per_cell": 6.526,
  "powerDensity_nw_per_um2": 9.191,
  "place.gp.congestion": 0.8694,
  "cts_hold_buffers": 0,
  "synth_cells": 7262,
  "cp_num_buf_inv": 6,
  "regMostFlops": "registers_r",
  "cts-root-buf": "clkbuf_16",
  "hold_class": "reg2reg",
  "warnings": 32,
  "regArea_um2": 61500,
  "grt_pass1_vias": 78100,
  "whs_endpoint": "registers_r[1823]",
  "p_leak_uw": 0.04410,
  "rr_endpoint": "registers_r[614]",
  "ys_area_um2": 120600,
  "p_switching_uw": 310.9,
  "cts_resized": 0,
  "avgSynthCellArea_um2": 16.60,
  "syn_area_um2": 120600,
  "rsz0062_at_grt": "false",
  "maxCapViolCount": 0,
  "cp-start-kind": "primary input",
  "mi_logic_area_um2": 55370,
  "final.setup.tns_ns": 0,
  "p_int_uw": 916.6,
  "p_sw_share_pct": 25.33,
  "rows": 201,
  "cts.htree.levels": 4,
  "worstMarginPinSlew_ns": 1.022,
  "worstPathCellList": "buf_8 -> buf_4 -> buf_4 -> buf_4 -> buf_4 -> mux4_2 -> mux2_2 -> o211ai_1 -> a41oi_1 -> clkdlybuf4s50_1",
  "relSlewSlack_pct": 30.97,
  "cts_setup_buffers": 0,
  "chipWidth_um": 551.0,
  "power_frac_seq_pct": 47.9,
  "firstDrtPassIters": 6,
  "reg_top3": "registers_r (2048)",
  "finalCoreUtilization_pct": 44.55,
  "slowest_delay_ns": 0.74,
  "arrival_ns": 39.68,
  "ys_seq_share_pct": 51.01,
  "timing.fmax_mhz": 13.47,
  "io_pins": 210,
  "reg2reg_from": "registers_r[614]",
  "ys_cells": 7262,
  "period_used_pct": 42.98,
  "end_kind": "primary output",
  "yosys.cell_types.count": 73,
  "cts_sinks": 2048,
  "yosys_most_used_dff": "edfxtp_1",
  "cts_buffers": 231,
  "chipArea_um2": 303600
}
## cell families after synthesis
group	synth area share (%)
buffers and inverters	3.449
multiplexers	39.61
AND-OR/OR-AND	4.786
AND/OR/NAND/NOR	1.034
flip-flops	51.01
adder cells (fa/ha/maj)	0.02075
XOR/XNOR	0.09444
## cell usage in the layout, fill, tap and decap left out, types with 11 or more instances in the layout
| cell type | Yosys | final |
|---|---|---|
| nor2_1 | 21 | 19 |
| o21ai_0 | 20 | 20 |
| nand3_1 | 14 | 13 |
| xnor2_1 | 12 | 12 |
| a22o_1 | 129 | 129 |
| bufinv_16 | 0 | 14 |
| o22ai_1 | 125 | 125 |
| clkinv_1 | 1 | 55 |
| mux4_2 | 866 | 866 |
| nor2b_4 | 2 | 13 |
| mux2_4 | 120 | 120 |
| clkdlybuf4s50_1 | 0 | 199 |
| a211oi_1 | 12 | 12 |
| a22oi_1 | 168 | 168 |
| mux2_1 | 327 | 327 |
| nand2_8 | 0 | 18 |
| a21oi_1 | 117 | 116 |
| mux2_2 | 1643 | 1643 |
| a221oi_1 | 15 | 15 |
| mux2i_1 | 426 | 426 |
| nand2_1 | 42 | 41 |
| o221ai_1 | 94 | 94 |
| buf_4 | 57 | 317 |
| clkbuf_16 | 0 | 235 |
| buf_12 | 0 | 11 |
| edfxtp_1 | 2048 | 2048 |
| clkinv_2 | 0 | 30 |
| nor3_1 | 45 | 45 |
| a2111oi_0 | 29 | 29 |
| clkbuf_1 | 343 | 66 |
## layout make-up
cell class,count,share of cell area [%]
well taps,3958,3.708
clock buffers,301,4.589
clock inverters,106,0.6399
flip-flops and latches,2048,46.05
multi-input cells,4398,41.46
repair buffers,537,3.525
inverters,6,0.01780
diodes,9,0.01686
## per-stage QoR
step                      std cells  area [µm²]  power [µW]
after floorplan                7262      120600       759.0
after global placement        10950      126500       760.3
after detailed placement      10950      126500       762.5
after CTS                     11350      133500        1236
after global routing          11360      133500        1265
final                         11360      133600        1228
## metal layers
layer | vias to the layer above | global-route usage [%] | wire length, µm
met3 | 921 | 19.27 | 64100
li1 | 30330 | - | -
met4 | 18 | 11.25 | 20550
met1 | 38540 | 36.35 | 140400
met2 | 4348 | 42.64 | 190300
met5 | - | 0.8286 | 354
## synth_stat cells (all sizes together), types with 12 or more instances
library cell,count,area [µm²]
a22oi,168,1261
nor2b,25,173.9
nor2,26,125.1
edfxtp,2048,61500
nand3,16,90.09
a21oi,117,585.6
a22o,129,1130
nor3,48,261.5
mux2,2090,23990
o22ai,125,782.0
a2111oi,31,291.5
a211oi,12,90.09
a221oi,15,131.4
o21ai,23,115.1
mux2i,426,4264
nand2,60,270.3
o221ai,94,823.3
mux4,866,19500
buf,467,2848
clkbuf,343,1287
xnor2,12,105.1
## power by group through the flow
stage / clock network (µW) / registers [µW] / logic, µW
after CTS: 483 / 587 / 165
after global routing: 499 / 591 / 175
final: 474 / 588 / 165
## how the worst max path moves through the flow
stage | from | to | slack, ns | cells past startpoint
after CTS | rs1_i[0] | rs1_data_o[50] | 98.41 | 10
after global routing | rs1_i[0] | rs1_data_o[50] | 98.06 | 10
final | rs1_i[0] | rs1_data_o[50] | 98.48 | 10
Power is estimated from default activity; no workload was simulated.
